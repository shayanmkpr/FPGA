### run.sh
#!/bin/bash
# OpenROAD 26Q1-2900-gdf79404cd8, Yosys 0.63+post, stock flow scripts
make -C /OpenROAD-flow-scripts/flow DESIGN_CONFIG=/design/flow/config.mk WORK_HOME=/design/flow/orfs finish
### config.mk
export PLATFORM = sky130hd
export DESIGN_NAME = RegisterFile
export DESIGN_NICKNAME = RegisterFile
export VERILOG_FILES = /design/flow/design.v
export SDC_FILE = /design/flow/constraint.sdc
export NUM_CORES = 4
export LEC_CHECK = 1
export CORE_UTILIZATION = 50
### constraint.sdc
current_design RegisterFile

set clk_period 6.7
set clk_io_pct 0.2

create_clock -name clk0 -period $clk_period [get_ports {clk}]

set non_clock_inputs [all_inputs -no_clocks]
set_input_delay [expr $clk_period * $clk_io_pct] -clock clk0 $non_clock_inputs
set_output_delay [expr $clk_period * $clk_io_pct] -clock clk0 [all_outputs]
### design.v
module RegisterFile( input clk, rst, 
                     input [3:0] src1, src2, Dest_wb, 
                     input [31:0] Result_WB, 
                     input writeBackEn, 
                     output [31:0] reg1, reg2);
reg [31:0] REGS [0:14];
always @(negedge clk, posedge rst) begin
    if(rst) begin
        REGS[0] <= 32'b0;
        REGS[1] <= 32'd1;
        REGS[2] <= 32'd2;
        REGS[3] <= 32'd3;
        REGS[4] <= 32'd4;
        REGS[5] <= 32'd5;
        REGS[6] <= 32'd6;
        REGS[7] <= 32'd7;
        REGS[8] <= 32'd8;
        REGS[9] <= 32'd9;
        REGS[10] <= 32'd10;
        REGS[11] <= 32'd11;
        REGS[12] <= 32'd12;
        REGS[13] <= 32'd13;
        REGS[14] <= 32'd14;
    end
    else if (~clk) begin
        if (writeBackEn) REGS[Dest_wb] <= Result_WB;
    end
end
assign reg1 = REGS[src1];
assign reg2 = REGS[src2];
endmodule
==> flow_summary.ini <==
; synthesis and place-and-route metrics
[status]
outcome = complete, but fails checks
violations_in_the_final_reports = negative setup slack

[floorplan]
die_height_um = 233
core_area_sq_um = 52600
chipWidth_um = 233
fp.dieArea_sq_um = 54200
placementRows = 84
io_pins = 111
initCoreUtil_pct = 50.7

[layout]
most-common-layout-cells = mux2_2, dfrtn_1, buf_4, nor2_1, a21oi_1
finalCoreUtilization_pct = 60.8
biggestRegsByFlops = REGS (480)
most_frequent_standard_cell_in_the_layout_excluding_fill_and_tap_cells = mux2_2
layout-drive-gt1-share_pct = 39.0
registers.top_by_ff_count = REGS
area_growth_from_synthesis_to_final_layout_pct = 19.9
number_of_inserted_filler_cells_in_the_final_layout = 4173
max_ffs_per_register = 480

[synthesis]
ys_sh_adder_pct = 0
synth-async-reset-ratio_pct = 100
logic_family = multiplexers
yosys_cells = 2367
post_synth_inst_count = 2367
syn-mean-instance-area_sq_um = 11.3
ys_sh_mux_pct = 24.6
synth.ff_latch_count = 480
post_synth_ao_oa_area_fraction_pct = 16.9
ff_type = dfrtn_1
top_cells_by_area = dfrtn_1, mux2_2, mux2i_1, dfstp_2, a22o_1
synth.cellmix.xorXnorShare_pct = 0
post_synth_and_or_nand_nor_area_fraction_pct = 8.34
synth-edff-count = 0
synth.top_cell.area_share_pct = 42.5
yosys.area.top_type = dfrtn_1
post_synth_num_cell_types = 73
yosysChipArea_sq_um = 26600
syn-cell-area_sq_um = 26600
yosys_warning_count = 2
synth-seq-area-share_pct = 45.2

[critical_path]
critical_path.reg2reg.endpoint = REGS[13][16]
worst_setup_path_start_kind = register
start_to_end_type_of_the_worst_setup_path = reg -> out
worst_path_dominant_cell_family = simple AND/OR/NAND/NOR gates
crit_arrival_ps = 5450
cp_cell_sequence = o21ai_2, a21oi_1, or4_1, o32a_1, buf_2
timing.reg2reg.setup_slack_ps = 5700
regToRegStartpoint = REGS[13][16]
critical_path.max_stage_delay_ps = 510
crit_path_top_delay_cell = or4_1
crit_buf_inv = 1
critPathRequiredTime_ps = 5360
r2r_cells = 3
cp_max_fo = 2
timing.critical_path.to_type = primary output
cp.depth = 5

[worst_hold_path]
holdCritStartpoint = REGS[4][22]
whs_endpoint = REGS[4][22]
worstHoldPathType = reg -> reg
hold-path-cell-count = 1

[final_timing]
clock-skew-final_ps = 0
unrepaired_setup_endpoints_after_global_routing = yes
worst_pin_slew_ps = 1070
finalSetupViolCount = 14
finalWorstSetupSlack_ps = -88.8
finalHoldViolCount = 0
final_max_slew_viol_count = 0
hold_ws_ps = 464
slew_headroom_pct = 28.5

[placed_design]
port-buffer-count = 110
gp_routability_congestion = 0.978
dp_hpwl_um = 65900

[cts]
cts-buffers-inserted = 55
cts.root.buffer_cell = clkbuf_16
cts_hold_buf = 0
clockBufferDepth = 3
clock_sink_count = 480
htree_levels = 2
clkTransAtPathRegs_ps = 40
worst_skew_pair.late_latency_ps = 590
clock_tree_from_tritoncts = done

[detailed_routing]
drt-vias-per-instance = 7.01
drt.antenna.violating_nets = 0
drt_pass1_iterations = 5
route.final.wire_length_um = 108000
detailroute.via_count = 22752
drt_iter0_drc = 2083
drcViolationCount = 0
post_drt_wl_per_cell_um = 33.3

[power_and_ir_drop]
power_per_cell_area_nw_per_um2 = 302
cellLeakagePower_nw = 13.5
vdd_ir_drop_max_mv = 0.192

[global_routing]
grt.overflow.total = 0
grt_pass1_vias = 23040
initial_antenna_violation_count = 4
grt_pass1_wl_um = 157000
grt_usage_pct = 42.4
grt_max_degree = 94

[job]
openroad.warnings = 56
timing.max_cap.violations = 0
what timing repair did:
item / in CTS / in global routing
gates resized: 238 / 57
buffers inserted: 49 / 8
pin swaps: 129 / 75
setup endpoints to repair: 64 / 47
through the flow:
stage          cells  total power [mW]  setup TNS [ps]  area [sq um]  worst slack [ps]
3_3_place_gp    3060              6.17           -60.6         29000             -60.6
3_5_place_dp    3060              6.23           -58.9         29000             -58.9
6_report        3245              9.63            -533         31900             -88.8
2_1_floorplan   2367              5.44        -1997910         26600             -4260
4_1_cts         3235              9.56           -1700         31700              -139
5_1_grt         3244              10.0           -1700         31900              -171
cells in the mapped netlist, drive strengths merged (10+ instances only):
| cell | instances |
|---|---|
| a21o | 17 |
| a21oi | 93 |
| a221oi | 42 |
| a22o | 78 |
| a22oi | 50 |
| a31oi | 39 |
| a32o | 24 |
| a32oi | 13 |
| and3 | 10 |
| and3b | 12 |
| buf | 152 |
| clkbuf | 96 |
| dfrtn | 452 |
| dfstp | 28 |
| inv | 26 |
| mux2 | 491 |
| mux2i | 81 |
| mux4 | 10 |
| nand2 | 89 |
| nand2b | 22 |
| nand3 | 32 |
| nand3b | 42 |
| nand4 | 25 |
| nor2 | 109 |
| nor2b | 36 |
| nor3 | 11 |
| o21a | 16 |
| o21ai | 67 |
| o221ai | 13 |
| o22ai | 48 |
| o2bb2ai | 11 |
| o311ai | 10 |
| o32a | 23 |
worst reg2reg max path: cells and delay by family, from the launching register on:
kind	cells	cell delay (ps)
buffers and inverters	2	250
DFF	1	350
muxes	1	240
report_power, final:
part | total (mW) | switching [mW] | leakage [nW] | internal [mW]
clock | 3.24 | 1.30 | 1.10 | 1.94
sequential | 4.20 | 0.525 | 5.83 | 3.67
combinational | 2.19 | 1.02 | 6.58 | 1.18
total | 9.63 | 2.85 | 13.5 | 6.79
cell type report:
type	count	area [sq um]	share of cell area, %
Sequential cell	480	12000	37.7
Antenna cell	2	5.00	0.0157
Multi-Input combinational cell	1613	14200	44.4
Tap cell	688	861	2.70
Inverter	25	97.6	0.306
Clock buffer	85	1690	5.30
Clock inverter	44	314	0.984
Timing Repair Buffer	308	2750	8.61
worst max path at each step:
stage	startpoint	to	slack, ps
4_1_cts	REGS[13][3]	reg2[3]	-140
5_1_grt	REGS[13][0]	reg2[0]	-170
6_report	REGS[7][3]	reg2[3]	-90
logic make-up (layout without fill, tap and decap cells):
logic type             count (synthesis)  after routing
other                                  0              2
and+or+nand+nor                      419            419
AOI/OAI and AO/OA                    612            612
DFF                                  480            480
buffers and inverters                274            462
muxes                                582            582
per-layer routing:
metal  wire length [um]  vias to the layer above  global-route usage (%)  share of wire, %
met1              40800                    11491                    56.6                38
met3              13800                      435                    19.6                13
met4               6530                        4                    19.5               6.0
met2              46800                     1517                    60.4                43
met5                 28                        -                   0.551             0.026
li1                   -                     9305                       -                 -
Power is estimated from default activity; no workload was simulated.
