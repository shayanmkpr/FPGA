==> design/flow/design.v <==
module IF_stage(
  input clk, rst,
  freeze,
  Branch_taken,
  input[31:0] BranchAddr,
  output[31:0] PC,
  output [31:0] Instruction
);
  wire[31:0] nextPC, MUXout;
  reg[31:0]PCreg=0;
  always@(posedge clk, posedge rst)begin
    if(rst)
      PCreg<=0;
    else if(~freeze)
      PCreg<=MUXout;
  end
  assign PC=nextPC;
  assign nextPC=PCreg+4;
  assign MUXout=Branch_taken ? BranchAddr : nextPC;
  InstMem IM (PCreg,  Instruction);
endmodule
module InstMem (
    input [31:0] address,  
    output reg [31:0] instruction  
);
always @* begin
    case (address)
        0: instruction = 32'b11100011000000000000000000000000;  
        4: instruction = 32'b01100101000000000000000000000000;  
        8: instruction = 32'b01101010000000000000000000000000;  
        12: instruction = 32'b10010001000000000000000000000000;  
        16: instruction = 32'b10101001000000000000000000000000;  
        20: instruction = 32'b11101001000000000000000000000000;  
        24: instruction = 32'b00000000000000000000000000000000;  
        28: instruction = 32'b00000001000000000000000000000000;  
        32: instruction = 32'b01001001000000000000000000000000;  
        36: instruction = 32'b01001011000000000000000000000000;  
        40: instruction = 32'b11010000000000000000000000000000;  
        44: instruction = 32'b01110101000000000000000000000000;  
        48: instruction = 32'b01010001000000000000000000000000;  
        default: instruction = 32'b00000000000000000000000000000000;  
    endcase
end
endmodule
module ARM
	(
		CLOCK_27,						 
		CLOCK_50,						 
		EXT_CLOCK,						 
		KEY,							 
		SW,								 
		HEX0,							 
		HEX1,							 
		HEX2,							 
		HEX3,							 
		HEX4,							 
		HEX5,							 
		HEX6,							 
		HEX7,							 
		LEDG,							 
		LEDR,							 
		DRAM_DQ,						 
		DRAM_ADDR,						 
		DRAM_LDQM,						 
		DRAM_UDQM,						 
		DRAM_WE_N,						 
		DRAM_CAS_N,						 
		DRAM_RAS_N,						 
		DRAM_CS_N,						 
		DRAM_BA_0,						 
		DRAM_BA_1,						 
		DRAM_CLK,						 
		DRAM_CKE,						 
		FL_DQ,							 
		FL_ADDR,						 
		FL_WE_N,						 
		FL_RST_N,						 
		FL_OE_N,						 
		FL_CE_N,						 
		SRAM_DQ,						 
		SRAM_ADDR,						 
		SRAM_UB_N,						 
		SRAM_LB_N,						 
		SRAM_WE_N,						 
		SRAM_CE_N,						 
		SRAM_OE_N,						 
		OTG_DATA,						 
		OTG_ADDR,						 
		OTG_CS_N,						 
		OTG_RD_N,						 
		OTG_WR_N,						 
		OTG_RST_N,						 
		OTG_FSPEED,						 
		OTG_LSPEED,						 
		OTG_INT0,						 
		OTG_INT1,						 
		OTG_DREQ0,						 
		OTG_DREQ1,						 
		OTG_DACK0_N,					 
		OTG_DACK1_N,					 
		LCD_ON,							 
		LCD_BLON,						 
		LCD_RW,							 
		LCD_EN,							 
		LCD_RS,							 
		LCD_DATA,						 
		TDI,  							 
		TCK,  							 
		TCS,  							 
	   TDO,  							 
		I2C_SDAT,						 
		I2C_SCLK,						 
		PS2_DAT,						 
		PS2_CLK,						 
		VGA_CLK,   						 
		VGA_HS,							 
		VGA_VS,							 
		VGA_BLANK,						 
		VGA_SYNC,						 
		VGA_R,   						 
		VGA_G,	 						 
		VGA_B,  						 
		ENET_DATA,						 
		ENET_CMD,						 
		ENET_CS_N,						 
		ENET_WR_N,						 
		ENET_RD_N,						 
		ENET_RST_N,						 
		ENET_INT,						 
		ENET_CLK,						 
		AUD_ADCLRCK,					 
		AUD_ADCDAT,						 
		AUD_DACLRCK,					 
		AUD_DACDAT,						 
		AUD_BCLK,						 
		AUD_XCK,						 
		TD_DATA,    					 
		TD_HS,							 
		TD_VS,							 
		TD_RESET,						 
		TD_CLK27,                   
		GPIO_0,							 
		GPIO_1							 
	);
input		   	CLOCK_27;				 
input		   	CLOCK_50;				 
input			   EXT_CLOCK;				 
input	   [3:0]	KEY;					 
input	  [17:0]	SW;						 
output	[6:0]	HEX0;					 
output	[6:0]	HEX1;					 
output	[6:0]	HEX2;					 
output	[6:0]	HEX3;					 
output	[6:0]	HEX4;					 
output	[6:0]	HEX5;					 
output	[6:0]	HEX6;					 
output	[6:0]	HEX7;					 
output	[8:0]	LEDG;					 
output  [17:0]	LEDR;					 
inout	  [15:0]	DRAM_DQ;				 
output  [11:0]	DRAM_ADDR;				 
output			DRAM_LDQM;				 
output			DRAM_UDQM;				 
output			DRAM_WE_N;				 
output			DRAM_CAS_N;				 
output			DRAM_RAS_N;				 
output			DRAM_CS_N;				 
output			DRAM_BA_0;				 
output			DRAM_BA_1;				 
output			DRAM_CLK;				 
output			DRAM_CKE;				 
inout	  [7:0]	FL_DQ;					 
output [21:0]	FL_ADDR;				 
output			FL_WE_N;				 
output			FL_RST_N;				 
output			FL_OE_N;				 
output			FL_CE_N;				 
inout	 [15:0]	SRAM_DQ;				 
output [17:0]	SRAM_ADDR;				 
output			SRAM_UB_N;				 
output			SRAM_LB_N;				 
output			SRAM_WE_N;				 
output			SRAM_CE_N;				 
output			SRAM_OE_N;				 
inout	 [15:0]	OTG_DATA;				 
output  [1:0]	OTG_ADDR;				 
output			OTG_CS_N;				 
output			OTG_RD_N;				 
output			OTG_WR_N;				 
output			OTG_RST_N;				 
output			OTG_FSPEED;				 
output			OTG_LSPEED;				 
input			   OTG_INT0;				 
input			   OTG_INT1;				 
input			   OTG_DREQ0;				 
input			   OTG_DREQ1;				 
output			OTG_DACK0_N;			 
output			OTG_DACK1_N;			 
inout	  [7:0]	LCD_DATA;				 
output			LCD_ON;					 
output			LCD_BLON;				 
output			LCD_RW;					 
output			LCD_EN;					 
output			LCD_RS;					 
inout			   I2C_SDAT;				 
output			I2C_SCLK;				 
input		 	   PS2_DAT;				 
input			   PS2_CLK;				 
input  			TDI;					 
input  			TCK;					 
input  			TCS;					 
output 			TDO;					 
output			VGA_CLK;   				 
output			VGA_HS;					 
output			VGA_VS;					 
output			VGA_BLANK;				 
output			VGA_SYNC;				 
output	[9:0]	VGA_R;   				 
output	[9:0]	VGA_G;	 				 
output	[9:0]	VGA_B;   				 
inout	[15:0]	ENET_DATA;				 
output			ENET_CMD;				 
output			ENET_CS_N;				 
output			ENET_WR_N;				 
output			ENET_RD_N;				 
output			ENET_RST_N;				 
input			   ENET_INT;				 
output			ENET_CLK;				 
inout			   AUD_ADCLRCK;			 
input			   AUD_ADCDAT;				 
inout			   AUD_DACLRCK;			 
output			AUD_DACDAT;				 
inout			   AUD_BCLK;				 
output			AUD_XCK;				 
input	 [7:0]	TD_DATA;    			 
input			   TD_HS;					 
input			   TD_VS;					 
output			TD_RESET;				 
input          TD_CLK27;             
inout	[35:0]	GPIO_0;					 
inout	[35:0]	GPIO_1;					 
wire [31:0] pc_w, inst;
assign LEDR[0]=inst[31];
IF_stage ifs(CLOCK_50, SW[0],1'b0,1'b0,32'b0,pc_w,inst);
endmodule
==> design/flow/run.sh <==
#!/bin/bash
# OpenROAD 26Q1-2900-gdf79404cd8, Yosys 0.63+post, stock flow scripts
make -C /OpenROAD-flow-scripts/flow DESIGN_CONFIG=/design/flow/config.mk WORK_HOME=/design/flow/orfs finish
==> design/flow/config.mk <==
export PLATFORM = sky130hd
export DESIGN_NAME = ARM
export DESIGN_NICKNAME = ARM
export VERILOG_FILES = /design/flow/design.v
export SDC_FILE = /design/flow/constraint.sdc
export NUM_CORES = 4
export LEC_CHECK = 1
export CORE_AREA = 10 10 167 167
export DIE_AREA = 0 0 177 177
==> design/flow/constraint.sdc <==
current_design ARM

set clk_period 5.0
set clk_io_pct 0.2

create_clock -name clk0 -period $clk_period [get_ports {CLOCK_50}]

set non_clock_inputs [all_inputs -no_clocks]
set_input_delay [expr $clk_period * $clk_io_pct] -clock clk0 $non_clock_inputs
set_output_delay [expr $clk_period * $clk_io_pct] -clock clk0 [all_outputs]
==> out/summary.txt <==
Latency at later pin: 270 ps
ratio of cells with drive above 1 in the final layout: 4.20%
Area Growth Syn to Fin: -8.39%
Slew @ Worst Pin: 684 ps
clk buf depth: 2
ANT cells: 0
Fin. Hold Viols: 0
WHS Endpoint: ifs.PCreg[31]$_DFF_PP0_
VDD IR-drop max: 0.154 mV
CTS sink cnt: 30
Critical Path RT: 4000 ps
hold crit path type: reg2reg
Syn. warnings: 216
critical path launch point type: register
vias in the first global route: 1882
Post-Synth Adder-Cell Area: 0.807%
Max Cap Viol: 0
Data arrival, critical path: 2180 ps
Final ANT Viol Nets: 0
CP endpoint kind: primary output
num rows: 57
min cycle time layout: 3180 ps
outcome: finished, final reports clean
Post-DP Area: 2710 um2
Simple-Gate Fraction of Synth Area: 13.0%
TritonCTS clock tree: yes
Initial DRC Count: 139
FP Util: 12.8%
Slew headroom: 54.3%
fillers: 2741
gr usage total: 2.94%
Syn Area/Cell: 8.84 um2
Via Count: 1588
R2R Path Start: ifs.PCreg[4]$_DFF_PP0_
Peak Freq: 315 MHz
final count of negative-setup-slack endpoints: 0
RR Endpoint: ifs.PCreg[13]$_DFF_PP0_
worst reg2reg setup slack: 2860 ps
Slowest Stage Delay on Critical Path: 520 ps
Setup CP Type: reg2out
router iterations before antenna repair: 6
XOR/XNOR Fraction of Synth Area: 7.91%
Flop area: 751 um2
sequential area share after synthesis: 24.2%
synthesis-stage register bit count: 30
Crit path buffers/inverters: 1
global-route wire length before repair: 8020 um
initial antenna violation count: 0
P per Cell Area: 187 nW/um2
cells after synthesis: 351
setup repair bufs after CTS: 0
Die H: 177 um
YS chip area: 3100 um2
count of different cell masters after synthesis: 27
endpoints left unconstrained: 156
CP cell instances: or4_1 > nor3_1 > o2111ai_1 > nor2_1 > clkdlybuf4s50_1
MUX share of area: 0%
clock root buffer: clkbuf_16
aoi share: 0.605%
Setup Skew: 3.50 ps
# DRC: 0
chip area: 31300 um2
Fin Setup TNS: 0 ps
reg2reg path depth: 4
worst hold start: ifs.PCreg[31]$_DFF_PP0_
Final Max Tran Viols: 0
Slowest-stage cell, CP: or4_1
Post-CTS Hold Buffers: 0
Largest regs: ifs.PCreg (30)
H-tree Lvls: 2
largest family of logic cells by area: buffers and inverters
design area: 2840 um2
unrepaired setup endpoints after global routing: false
drt total wl: 5420 um
clk slew on worst S/H paths: 50 ps
die width: 177 um
PortBufs: 2
DPL Wire Length: 4530 um
Inserted Clock Buffers: 5
Pleak: 0.00153 uW
Final GP Congestion: 0.784
OpenROAD warnings: 227
total gr overflow: 0
ratio of final minimum period to clock period: 63.5%
Mapped Area: 3100 um2
Crit Path Max Fanout: 4
Yosys Instances: 351
delay-heaviest family, CP: simple AND/OR/NAND/NOR gates
Via-to-Cell Ratio: 2.33
post-cts repair resize count: 0
WHS Path Cells: 1
max reg flops: 30
wire per inst: 7.96 um
largest net degree at the start of global routing: 31
Placeable Area: 24300 um2
combinational gate area: 1500 um2
register with the most flip-flops: ifs.PCreg
# IOs: 418
-- worst register-to-register path: stages, from the launching register on --
cell and delay, ps:
dfrtp_1 480, nand4_1 590, nor3_1 630, nand3_1 160, xnor2_1 150
-- stage by stage --
step           hold WS [ps]  power [uW]  cells  worst slack [ps]  utilization, %
5_1_grt                 516         565    681              1690            11.7
4_1_cts                 473         545    681              1800            11.7
3_3_place_gp            465         271    674              2080            11.1
2_1_floorplan           443         370    564              2800               -
6_report                469         533    681              1820            11.7
3_5_place_dp            467         269    674              2090            11.1
-- placed cells by master (no fill, tap or decap), types with 2 or more instances in the layout --
cell type,instances
clkbuf_16,5
nor2_1,5
clkdlybuf4s50_1,2
and3_1,4
and4_1,4
nor4_2,3
inv_1,8
conb_1,214
xor2_1,20
dfrtp_1,30
xnor2_1,8
nand4_1,6
nand3_1,8
nor4_1,7
or4_1,2
nand2_1,8
nor3_2,2
clkbuf_1,2
ha_1,2
nor3_1,9
-- worst max path at each step --
stage / depth (start not counted) / slack, ps / endpoint / from
4_1_cts: 5 / 1800 / LEDR[0] / ifs.PCreg[18]$_DFF_PP0_
5_1_grt: 5 / 1690 / LEDR[0] / ifs.PCreg[18]$_DFF_PP0_
6_report: 5 / 1820 / LEDR[0] / ifs.PCreg[18]$_DFF_PP0_
-- cells in the mapped netlist --
cell / number / area, um2
nand2_1: 8 / 30.0
nor4_2: 3 / 37.5
clkbuf_1: 2 / 7.51
buf_6: 1 / 11.3
dfrtp_1: 30 / 751
o2111ai_1: 1 / 8.76
nor4_1: 7 / 43.8
or4_4: 1 / 11.3
o21ai_0: 1 / 5.00
ha_1: 2 / 25.0
and4_1: 4 / 35.0
buf_4: 214 / 1610
and3_1: 4 / 25.0
xor2_1: 20 / 175
or4_1: 2 / 15.0
nand3_1: 8 / 40.0
nor4_4: 1 / 21.3
nor2_1: 5 / 18.8
nand4_2: 1 / 12.5
nand3_2: 1 / 10.0
xnor2_1: 8 / 70.1
nand4_1: 6 / 37.5
inv_1: 8 / 30.0
nor3_2: 2 / 20.0
a21oi_1: 1 / 5.00
nor3_1: 9 / 45.0
conb_1: 1 / 3.75
-- where the power goes --
group          leakage [uW]  switching, uW  internal, uW  total, uW
Clock             0.0000640           91.3           181        272
Combinational       0.00106           15.8          1.25       17.0
Sequential         0.000410              0           243        243
Total               0.00153            107           425        533
-- cell families after synthesis --
kind of cell,count (synthesis)
adders and majority gates,2
AOI/OAI and AO/OA,3
xor gates and xnor gates,28
buffers and inverters,225
DFF,30
other,1
and+or+nand+nor,62
-- routing by layer --
layer | global-route usage, % | share of wire, % | up-vias
met4 | 0.420 | 1.3 | 0
li1 | - | - | 716
met3 | 1.71 | 16 | 5
met2 | 4.22 | 39 | 173
met5 | 0 | 0 | -
met1 | 3.81 | 44 | 694
-- area by class of cell --
type                            instances  area share, %
Timing Repair Buffer                    3          0.969
Sequential cell                        30           26.4
Tap cell                              324           14.3
Inverter                                8           1.06
Clock buffer                            7           4.67
Multi-Input combinational cell        309           52.6
No activity file was given, so power comes from the tool's default toggle rates.
