**constraint.sdc**
```tcl
current_design ALU

set clk_period 24.0
set clk_io_pct 0.2

create_clock -name clk0 -period $clk_period

set non_clock_inputs [all_inputs -no_clocks]
set_input_delay [expr $clk_period * $clk_io_pct] -clock clk0 $non_clock_inputs
set_output_delay [expr $clk_period * $clk_io_pct] -clock clk0 [all_outputs]
```
**config.mk**
```make
export PLATFORM = sky130hd
export DESIGN_NAME = ALU
export DESIGN_NICKNAME = ALU
export VERILOG_FILES = /design/flow/design.v
export SDC_FILE = /design/flow/constraint.sdc
export NUM_CORES = 4
export LEC_CHECK = 1
export CORE_UTILIZATION = 40
```
**design.v**
```verilog
module ALU (input [3:0] ALU_Comnd,
            input [31:0] Val1,Val2,
            input C,
            output reg [31:0] ALU_out,
            output [3:0] SR);
reg V1, C1;
wire N1, Z1;
assign SR = {Z1, C1, N1, V1};
assign N1 = ALU_out[31];
assign Z1 = |ALU_out ? 1'b0:1'b1;
parameter [3:0] MOV=4'b0001,MVN=4'b1001,ADD=4'b0010,ADC=4'b0011,         SUB=4'b0100,AND=4'b0110,SBC=4'b0101,
                ORR=4'b0111,EOR=4'b1000,CMP=4'b0100,TST=4'b0110,LDR=4'b0010,STR=4'b0010;
always @(ALU_Comnd,Val1,Val2,C) begin
    case (ALU_Comnd)
    MOV:  ALU_out = Val2;
    MVN:  ALU_out = ~Val2;
    ADD:  begin {C1, ALU_out} = Val1+Val2;
                    V1 = (Val1[31] ~^ Val2[31]) & (ALU_out[31] ^ Val1[31]);
    end
    ADC:  begin {C1, ALU_out} = Val1+Val2+C; V1 = (Val1[31] ~^ Val2[31]) & (ALU_out[31] ^ Val1[31]);end
    SUB:  begin {C1, ALU_out} = Val1-Val2; V1 = (Val1[31] ^ Val2[31]) & (ALU_out[31] ^ Val1[31]);end
    SBC:  begin {C1, ALU_out} = Val1-Val2-(!C); V1 = (Val1[31] ^ Val2[31]) & (ALU_out[31] ^ Val1[31]);end
    AND:  ALU_out = Val1&Val2;
    ORR:  ALU_out = Val1|Val2;
    EOR:  ALU_out = Val1^Val2;
    CMP:  begin {C1, ALU_out} = Val1-Val2; V1 = (Val1[31] ^ Val2[31]) &     (ALU_out[31] ^ Val1[31]);end
    TST:  ALU_out = Val1&Val2;
    LDR:  ALU_out = Val1+Val2;
    STR:  ALU_out = Val1+Val2;
        default: ALU_out=32'b0;
    endcase 
end
endmodule
```
**run.sh**
```bash
#!/bin/bash
# OpenROAD 26Q1-2900-gdf79404cd8, Yosys 0.63+post, stock flow scripts
make -C /OpenROAD-flow-scripts/flow DESIGN_CONFIG=/design/flow/config.mk WORK_HOME=/design/flow/orfs finish
```
==> qor.csv <==
metric;value;unit
cell area after synthesis;9170;sq um
Non-Filler Instances;1692;
total core area;22600;sq um
gr usage total;0.321;
Worst Hold Launch;ALU_Comnd[0];
setup tns final;0;ns
register pins left without a clock;2;
Syn Area/Cell;6.69;sq um
Slew @ Worst Pin;0.847;ns
OpenROAD warning count;96;
Hold/Removal Path Class;input port to primary output;
required time worst endpoint;19.20;ns
Crit Path Category;input port to primary output;
FFs w/ async S/R, synth;0;
placed cells;1692;
period utilization;0.655;
Die X;153;um
Final Hold Vio Count;0;
detail-routed via count per cell;6.42;
post-synth top area cell;ha_1;
Rows;55;
initial antenna violation count;0;
IO Pins;105;
Layout area overhead;12.9;%
top post-synthesis cells by area;ha_1, xnor2_1, o21ai_0, a21oi_1, inv_1;
# port buffers;105;
ys cells;1371;
hold slack;10.56;ns
main flop type;dlxtn_1;
Chip Height;153;um
post-route ant nets;0;
Synth Register Bits;2;
status;complete, no violations;
Max-slew headroom;0.434;
Slew Limit Fails;0;
first drt pass iteration count;5;
Max Fclk;0.0636;GHz
WHS Path Cells;5;
WL final;38100;um
worst path arrival time;10.91;ns
setup bufs post-CTS;0;
Via Count;10867;
CP endpoint kind;primary output;
HPWL Detailed;30400;um
RSZ-0062 raised after global routing;no;
post-synthesis cell type count;97;
Synth warnings;1;
setup violators final;0;
Dominant cell area share;0.136;
dpl ws;8.43;ns
cts repair resizes;0;
Synth top cell by count;inv_1;
yosys stat chip area;9170;sq um
Overflow after GRT;0;
drt initial violations;1055;
PD cells;28.5;nW/um^2
WL/cell;22.5;um
Die ar.;23500;sq um
largest net degree at the start of global routing;48;
first-pass GRT wire length;58100;um
Synth top cells by count;inv_1, ha_1, nor2_1, o21ai_0, a21oi_1;
Initial Util;0.406;
flip-flops with a built-in enable;0;
CTS Hold Bufs;0;
drt drc;0;
Peak VDD IR;0.00990;mV
CP Launch Type;input port;
endpoints left unconstrained;4;
CP max FO;19;
min Tclk post-route;15.71;ns
# diodes;0;
Max-cap violations;0;
WHS Endpoint;ALU_out[2];
Leakage;4.06;nW
final worst setup slack;8.29;ns
vias in the first global route;9846;
post-synthesis cell count;1371;
share of post-route cells with drive strength above 1;0.0576;
Placer Congestion;1.00;
==> sequential cells by signal, summed over array words and instances (netlist names) <==
name / cells
C1: 1
V1: 1
==> kinds of logic (layout without fill, tap and decap cells) <==
family / after synthesis / after routing / synth area share
latches: 2 / 2 / 0.00327
adder cells (fa/ha/maj): 102 / 102 / 0.141
AND/OR/NAND/NOR: 490 / 490 / 0.295
multiplexers: 14 / 14 / 0.0154
buffers and inverters: 190 / 226 / 0.0853
AND-OR/OR-AND: 471 / 471 / 0.361
XOR/XNOR: 102 / 102 / 0.0989
==> worst max-delay path, cell delays in order <==
cell	delay [ns]
clkdlybuf4s50_1	0.52
inv_1	0.08
ha_1	0.79
and3_2	0.35
a221oi_4	0.11
or3_4	0.46
and3_1	0.19
nor4_1	0.72
nand3_1	0.47
mux2i_1	0.22
a211o_1	0.30
nor4b_1	0.34
or4b_2	0.66
nor4_1	0.17
and4b_1	0.26
clkdlybuf4s50_1	0.47
==> layout by cell type (no fill, tap or decap), drive strengths merged, types with 17 or more instances in the layout <==
cell type      instances
a22oi                 20
nor4                  39
o21a                  17
or2                   18
clkdlybuf4s50        103
o211ai                30
xor2                  29
nor2                  95
a211oi                18
a21o                  19
nand3                 43
nand4                 32
ha                   100
xnor2                 72
nor2b                 22
nor3                  50
o21ai                 96
buf                   21
a21oi                 92
inv                  101
nand2                 85
==> layer usage <==
layer  track usage  part of all wire  up-vias
met2         0.511              0.45      440
li1              -                 -     5249
met5             0                 0        -
met4        0.0843             0.028        0
met3        0.0381             0.070       74
met1         0.458              0.45     5104
==> where the power goes <==
| part | leakage [nW] | internal, mW | total, mW | switching [mW] |
|---|---|---|---|---|
| logic | 4.05 | 0.114 | 0.294 | 0.180 |
| clock network | 0 | 0 | 0 | 0 |
| registers | 0.0162 | 0.000680 | 0.000770 | 0.0000901 |
| total | 4.06 | 0.115 | 0.295 | 0.181 |
==> worst max path at each step <==
stage                   start  endpoint  slack [ns]  cells past startpoint
after CTS             Val2[3]     SR[3]        8.40                     16
final                 Val2[3]     SR[3]        8.29                     16
after global routing  Val2[3]     SR[3]        8.07                     16
==> metrics by stage <==
step                      total power [mW]   util  instance area, sq um
after detailed placement             0.288  0.459                 10300
after global routing                 0.319  0.459                 10300
after CTS                            0.289  0.459                 10300
final                                0.295  0.459                 10300
after global placement               0.289  0.459                 10300
after floorplan                      0.193      -                  9170
==> cell type report <==
type | count | area (sq um)
Fill cell | 2398 | 12200
Inverter | 102 | 383
Multi-Input combinational cell | 1179 | 8400
Sequential cell | 2 | 30.0
Tap cell | 285 | 357
Timing Repair Buffer | 124 | 1180
Power and IR drop assume default switching activity.
